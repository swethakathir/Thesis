[/design/flow/constraint.sdc]
current_design arbiter

set clk_period 5.1
set clk_io_pct 0.2

create_clock -name clk0 -period $clk_period [get_ports {clk}]

set non_clock_inputs [all_inputs -no_clocks]
set_input_delay [expr $clk_period * $clk_io_pct] -clock clk0 $non_clock_inputs
set_output_delay [expr $clk_period * $clk_io_pct] -clock clk0 [all_outputs]
[/design/flow/run.sh]
#!/bin/bash
# OpenROAD 26Q1-2900-gdf79404cd8, Yosys 0.63+post, stock flow scripts
make -C /OpenROAD-flow-scripts/flow DESIGN_CONFIG=/design/flow/config.mk WORK_HOME=/design/flow/orfs finish
[/design/flow/design.v]
module arbiter
    #(parameter NUM_ENTRIES = 4)
    (input                          clk,
    input                           reset,
    input[NUM_ENTRIES - 1:0]        request,
    output reg[NUM_ENTRIES - 1:0]   grant_oh);
    reg[NUM_ENTRIES - 1:0] base;
    wire[NUM_ENTRIES * 2 - 1:0] double_request = { request, request };
    wire[NUM_ENTRIES * 2 - 1:0] double_grant = double_request 
        & ~(double_request - base);
    wire[NUM_ENTRIES - 1:0] grant_nxt = double_grant[NUM_ENTRIES * 2 - 1:NUM_ENTRIES] 
        | double_grant[NUM_ENTRIES - 1:0];
    always @(posedge clk, posedge reset)
    begin
        if (reset)
        begin
            base <= 1;
            grant_oh <= 0;
        end
        else 
        begin
            if (grant_nxt != 0)
                base <= { grant_nxt[NUM_ENTRIES - 2:0], grant_nxt[NUM_ENTRIES - 1] };  
            grant_oh <= grant_nxt;
        end
    end
endmodule
[/design/flow/config.mk]
export PLATFORM = sky130hd
export DESIGN_NAME = arbiter
export DESIGN_NICKNAME = arbiter
export VERILOG_FILES = /design/flow/design.v
export SDC_FILE = /design/flow/constraint.sdc
export NUM_CORES = 4
export LEC_CHECK = 1
export CORE_AREA = 10 10 70 70
export DIE_AREA = 0 0 80 80
==> results_dict.tcl <==
# flow metrics
set metrics [dict create \
    cp.arrival_ns 3.15 \
    ys_cells 39 \
    p_per_area_mw_per_mm2 550 \
    initCoreUtil_pct 14.4 \
    max_freq_mhz 337 \
    dpl.hpwl_um 814 \
    setup_viol_count_final 0 \
    syn_inst 39 \
    instances_no_fill 98 \
    maxCapViolations 0 \
    area_growth_pct 35.5 \
    skew_ns 0.000398 \
    yosysChipArea_um2 490 \
    ys_top_cells_by_count "dfrtp_1 (7), inv_1 (7), ha_1 (3), o41ai_2 (3)" \
    firstDrtPassIters 2 \
    ctsLongestPathBuffers 2 \
    peakVddDrop_uv 107 \
    crit_path_start_kind "primary input" \
    min_path_type "reg2reg" \
    max_slew.worst_pin.slew_ns 0.394 \
    finalCritPeriodShare_pct 58.2 \
    nFillCells 384 \
    root_buffer "clkbuf_4" \
    status "finished clean" \
    crit_fanout 5 \
    grt_setup_unrepaired "no" \
    grt_pass1_wl_um 1640 \
    min_period_ns 2.97 \
    required_ns 5.28 \
    grt_overflow_total 0 \
    hold_viol 0 \
    postCtsSetupBuffers 0 \
    drtIter0Drc 9 \
    power_leakage_nw 0.282 \
    warnings 25 \
    maxSlewHeadroom_pct 73.6 \
    power_uw 365 \
    drive_gt1_share_pct 26.9 \
    chipArea_mm2 0.00640 \
    antenna_found_initial 0 \
    dp_cells 94 \
    cts_tree "built" \
    ys_warn_count 1 \
    fp.dieH_um 80 \
    endpoint_kind "register" \
    drc 0 \
    vias_per_cell 3.34 \
    edf_count 0 \
    gp_congestion 0.782 \
    flop_cell "dfrtp_1" \
    path_clk_slew_ns 0.05 \
    fin_setup_tns_ns 0 \
    report.final.slew_viol_count 0 \
    clock_sinks 8 \
    final_design_area_no_fill_um2 664 \
    grt_pass1_vias 343 \
    cts_resized 0 \
    mappedNetlistArea_um2 490 \
    totalWireLength_um 955 \
    cts_hold_buf 0 \
    synth.distinct_cells 20 \
    critPathKind "in2reg" \
    num_rows 21 \
    htree_levels 1 \
    grt_util_all_layers_pct 3.17 \
    area_leaders "dfrtp_1 (36%), o41ai_2 (9.9%), ha_1 (7.7%), dfstp_2 (5.4%), inv_1 (5.4%)" \
    yosysTopAreaCell "dfrtp_1" \
    placed_area_um2 638 \
    die_w_um 80 \
    n_antenna_cell 0 \
    io_pins 10 \
    hold_slack_ns 0.552 \
    ant_nets 0 \
    ys_async_sr_fraction_pct 100 \
    syn_area_per_cell_um2 12.6 \
    cts_made_buffers 3 \
    core_mm2 0.00342 \
    wl_per_cell_um 9.74 \
    grt_max_degree 9 \
    top_cell_area_share_pct 35.7 \
    clk_latency_ns 0.25 \
    vias 327 \
    ys_seq_share_pct 41.1 \
    ys_ff 8 \
    portBuffers 9 \
]
## area by class of cell
cell class / instances / area (µm²) / share of cell area (%)
Sequential cell: 8 / 201 / 30.3
Inverter: 7 / 26.3 / 3.95
Clock buffer: 4 / 26.3 / 3.95
Timing Repair Buffer: 9 / 90.1 / 13.6
Tap cell: 46 / 57.6 / 8.66
Multi-Input combinational cell: 24 / 263 / 39.5
## where the power goes
group / leakage, nW / internal, mW / total (mW) / switching, mW
Combinational: 0.169 / 0.108 / 0.209 / 0.101
Sequential: 0.0976 / 0.0958 / 0.106 / 0.0103
Clock: 0.0150 / 0.0299 / 0.0508 / 0.0209
Total: 0.282 / 0.234 / 0.365 / 0.132
## kinds of logic after synthesis
kind of cell	synth area share (%)
flops	41.1
buf+inv	5.36
fa+ha+maj	11.7
xor+xnor	3.57
simple gates	8.16
compound gates	30.1
## final timing paths
check | start | end | slack [ns] | cells after the start
setup / recovery | request[0] | base[0] | 2.13 | 8
hold / removal | base[3] | base[3] | 0.55 | 2
setup reg to reg | base[0] | base[0] | 2.97 | 7
hold reg to reg | base[3] | base[3] | 0.55 | 2
max in group asynchronous | reset | base[0] | 3.81 | 2
min in group asynchronous | reset | grant_oh[1] | 1.01 | 2
## worst max-delay path, stage by stage
cell and delay, ns:
clkdlybuf4s50_1 0.48, nand2b_4 0.20, fa_1 0.40, a21o_1 0.20, a2111oi_2 0.35, o21a_2 0.23, nor3_2 0.06, or2_1 0.21
## metal layers
metal | GRT usage [%] | vias to the layer above | share of wire, %
li1 | - | 165 | -
met1 | 3.73 | 157 | 44
met2 | 5.46 | 5 | 52
met3 | 1.14 | 0 | 3.8
met4 | 0.528 | 0 | 0
met5 | 0 | - | 0
## placed cells by master, fill, tap and decap left out, types with 2 or more instances in the layout
| cell | count |
|---|---|
| a21o_1 | 2 |
| o21ai_0 | 2 |
| o41ai_2 | 3 |
| clkdlybuf4s50_1 | 9 |
| clkbuf_4 | 3 |
| inv_1 | 7 |
| ha_1 | 3 |
| dfrtp_1 | 7 |
| xnor2_1 | 2 |
## registers in the layout, indices dropped and copies added (netlist names)
name      flops
base          4
grant_oh      4
## stage by stage
stage | util [%] | setup WS (ns)
floorplan | - | 2.49
global placement | 18.7 | 1.88
detailed placement | 18.7 | 1.86
CTS | 19.5 | 2.13
global route | 19.5 | 2.05
finish | 19.5 | 2.13
Power and IR drop assume default switching activity.
