### ./config.mk
export PLATFORM = sky130hd
export DESIGN_NAME = cache_and_ram
export DESIGN_NICKNAME = cache_and_ram
export VERILOG_FILES = /design/flow/design.v
export SDC_FILE = /design/flow/constraint.sdc
export NUM_CORES = 4
export LEC_CHECK = 1
export CORE_UTILIZATION = 50
### ./run.sh
#!/bin/bash
# OpenROAD 26Q1-2900-gdf79404cd8, Yosys 0.63+post, stock flow scripts
make -C /OpenROAD-flow-scripts/flow DESIGN_CONFIG=/design/flow/config.mk WORK_HOME=/design/flow/orfs finish
### ./design.v
module cache_and_ram(
    input [31:0] address,
    input [31:0] data,
    input rst,
    input clk,
    input mode,  
    input [31:0] pseudo_ram,  
    output [31:0] ram,        
    output [31:0] out
);
reg [31:0] addr;
reg [31:0] temp_out;
reg [5:0] index;  
reg [5:0] tag;   
parameter size = 64;         
parameter index_size = 6;    
reg [31:0] cache [0:size - 1];  
reg [11 - index_size:0] tag_array [0:size - 1];  
reg valid_array [0:size - 1];  
parameter ram_size = 4096;  
always @(posedge clk or negedge rst)
begin
    if (rst==1'b0)
      begin: initialization
        integer i;
        for (i = 0; i < size; i = i + 1)
        begin
            valid_array[i] = 6'b000000;
            tag_array[i] = 6'b000000;
            cache[i] = 'b0;
            if (i < 32)
		          temp_out = 'b0;
        end
        index = 0;
        tag = 0;
      end
     else 
        begin
            addr = address % ram_size;
            tag = addr >> index_size;  
            index = address % size;        
            if (mode == 1)       
              begin
                ram = data;
                if (valid_array[index] == 1 && tag_array[index] == tag)
                  cache[index] = data;
              end
            else              
              begin
                if (valid_array[index] == 1 && tag_array[index] == tag)  
                  temp_out = cache[index];
                else                                            
                  begin
                    valid_array[index] = 1;
                    tag_array[index] = tag;
                    cache[index] = pseudo_ram;
                    temp_out = pseudo_ram;
                  end
               end
        end
end
assign out = temp_out;
endmodule 
### ./constraint.sdc
current_design cache_and_ram

set clk_period 17.9
set clk_io_pct 0.2

create_clock -name clk0 -period $clk_period [get_ports {clk}]

set non_clock_inputs [all_inputs -no_clocks]
set_input_delay [expr $clk_period * $clk_io_pct] -clock clk0 $non_clock_inputs
set_output_delay [expr $clk_period * $clk_io_pct] -clock clk0 [all_outputs]
==> results.cfg <==
; flow metrics
[status]
status = complete, no violations

[synth]
yosys.area.top_type = dfrtp_1
ys_cells = 10516
top_area_share_pct = 58.0
async_flop_share_pct = 98.8
synth-edff-count = 32
yosysChipArea_um2 = 109000
ys.flops = 2560
synth_cell_types = 68
syn-mean-instance-area_um2 = 10.4
netlist_top_cells_count = dfrtp_1, nand2_1, o21ai_0
yosys.cell_count.top_type = dfrtp_1
synth_seq_share_pct = 58.8
area_leaders = dfrtp_1, a22oi_1, o21ai_0, nand2_1, mux2_4
syn_inst = 10516
yosys_warnings = 5
yosys_most_used_dff = dfrtp_1
syn_area_um2 = 109000

[sta]
slew_violations = 0
grt_setup_unrepaired = no
setup_viol = 0
min_period_ns = 11.18
setup_tns_ns = 0
slew_headroom_pct = 20.2
tightest_slew_ns = 1.17
hold_viol = 0
final.setup_skew_ns = 0.0585
max_freq_ghz = 0.0894
fin_crit_sh_pct = 62.5

[placed_design]
gp_congestion = 0.976
placedCellCount = 12949
dpl_cell_area_um2 = 114000
port_buffers = 142
dp_hpwl_mm = 274

[worst_setup_path]
start_kind = input pin
crit_path_start = address[4]
path_max_fanout = 40
path_cells = clkdlybuf4s50_1 -> buf_4 -> nand4bb_1 -> nor2_4 -> buf_4 -> a22oi_1 -> nand3_1 -> nor4_2 -> a31o_2 -> a2111oi_1 -> buf_4 -> nand3_4 -> ha_1 -> nor2_4 -> buf_4 -> buf_4 -> nand2_4 -> buf_4 -> nand2_1 -> o21ai_0
cpPeakStageDelay_ns = 0.93
cp.required_ns = 18.69
crit_top_cell = buf_4
cp_slowest_cell = nor2_4
r2r-start = tag_array[21][2]
path_delay_family = buffers and inverters
critPathBufInv = 7
arrival_ns = 11.97
critPathKind = input pin to flop
worst_setup_path_end_kind = flop

[clock_tree]
clockBufferDepth = 4
htree_levels = 5
cts_made_buffers = 291
cts_setup_buffers = 0
cts_resized = 0
holdBufCountCts = 0
cts_tree = built
root_buffer = clkbuf_16
clock_latency_ns = 0.96
path_clk_slew_ns = 0.06
cts_sinks = 2560

[drt]
wl_mm = 472
detail-route-antenna-nets = 0
viasPerCell = 6.58
drtIter0Drc = 8396
detail_route.wl_per_cell_um = 35.1
drc = 0
dr.pass1.iters = 8
vias = 88587

[worst_hold_path]
hold_class = flop to flop
worstHoldStart = valid_array[37]

[cells_and_area]
n_fill_cell = 17620
final-seq-area_um2 = 64200
drive_gt1_share_pct = 13.6
finalNonFillerCells = 13458
areaGrowthSynthToFinish_pct = 13.2
combGateArea_um2 = 42300
final_cell_area_um2 = 124000

[global_route]
grt_use_met2_pct = 60.1
antenna_found_initial = 31
grt_use_met1_pct = 58.8
grt_pass1_vias = 85837
grt_max_degree = 130
grt-busiest-layer = met2
grt_overflow = 0
grtUsageTotal_pct = 45.7
gr-usage-met3_pct = 28.3
grt_pass1_wl_mm = 663

[die]
dieArea_um2 = 220000
die_h_um = 469
initial_core_util_pct = 50.3
io_pins = 163
die_w_um = 469
num_rows = 171
core_um2 = 217000

[power]
vdd_drop_max_uv = 95.9
power_leakage_nw = 57.6
power.density_nw_per_um2 = 116
p_total_mw = 14.4

[job]
maxCapViolations = 0
warnings = 61
placed cells by master (no fill, tap or decap), types with 66 or more instances in the layout:
master	Yosys	layout
nand3_1	76	75
nand4_1	141	141
mux2_4	366	366
buf_4	66	364
nor2_1	734	685
clkbuf_16	0	297
and3_1	123	123
a22oi_1	1073	1073
clkbuf_1	800	80
nor3_1	87	66
nor4_1	69	69
nand2_1	1824	1780
o21ai_0	1417	1417
clkdlybuf4s50_1	0	130
dfrtp_1	2528	2528
a21oi_1	679	679
stage by stage:
stage | utilization [%] | hold WS [ns] | setup WS, ns
3_5_place_dp | 52.7 | 0.444 | 6.15
2_1_floorplan | - | 0.424 | 9.92
6_report | 57.0 | 0.459 | 6.72
4_1_cts | 56.9 | 0.460 | 7.08
5_1_grt | 56.9 | 0.464 | 6.69
3_3_place_gp | 52.7 | 0.442 | 6.13
power breakdown:
part	internal (mW)	switching, mW
logic	0.569	0.860
clock network	3.42	2.38
registers	6.67	0.456
total	10.7	3.70
kinds of logic after synthesis:
logic type               after synthesis  share of synthesized area (%)
AND/OR/NAND/NOR                     3279                           13.7
AND-OR/OR-AND                       3269                           17.8
flip-flops                          2560                           58.8
buffers and inverters                945                           3.70
multiplexers                         460                           5.91
adder cells (fa/ha/maj)                3                         0.0344
per-layer routing:
layer / wire [um] / vias to the layer above
li1: - / 36893
met1: 164000 / 44123
met2: 195000 / 5686
met3: 76300 / 1821
met4: 35800 / 64
met5: 880 / -
flip-flops by register name (all words and copies together), names as in the netlist:
name         count
tag_array      384
ram             32
valid_array     64
cache         2048
temp_out        32
layout make-up:
class                      count  area share (%)
antenna                       26          0.0527
clock buffer                 434            6.89
clock inverter                49           0.438
inverter                       6          0.0182
multi-input combinational   7011            34.2
sequential                  2560            52.0
tap                         2854            2.89
timing repair buffer         518            3.53
worst reg2reg max path, cell delays in order, from the launching register on:
cell       delay, ns
dfrtp_1         0.38
mux2_2          0.27
a32o_1          0.27
a211oi_1        0.83
and4_1          0.34
nand4_1         0.18
o211a_1         0.19
a2111oi_1       0.45
buf_4           0.22
nand3_4         0.45
ha_1            0.50
nor2_4          0.11
buf_4           0.53
buf_4           0.75
nand2_4         0.60
buf_4           0.53
nand2_1         0.22
o21ai_0         0.08
final timing paths:
check	cells after the start	endpoint	slack, ns
max in group asynchronous	8	cache[27][19]	10.37
max	20	cache[17][28]	6.72
min	1	valid_array[37]	0.46
min reg2reg	1	valid_array[37]	0.46
max reg2reg	17	cache[17][28]	10.87
min in group asynchronous	1	temp_out[9]	2.54
Power figures rest on the tool's default switching activity, not on a simulated workload.
